File: design.v
module traffic_light_2 (
  input clk,
  input reset,
  input ped_ret,           
  output reg ped_sat,      
  output reg [1:0] e_w,    
  output reg [1:0] n_s     
);
  reg [2:0] state;
  reg [31:0] counter;
  parameter red = 2'b11, yellow = 2'b01, green = 2'b10;
  parameter s0 = 3'b000, s1 = 3'b001, s2 = 3'b010, s3 = 3'b011, s4 = 3'b100;
  parameter walk = 1'b1, d_walk = 1'b0;
  parameter RED_DURATION = 30;
  parameter GREEN_DURATION = 25;
  parameter YELLOW_DURATION = 5;
  initial begin
    state = s0;        
    e_w = red;          
    n_s = red;          
    counter = 0;        
  end
  always @(posedge clk) begin
    if (reset) begin
      state <= s0;      
      counter <= 0;     
    end else if (ped_ret && state == s4) begin
      ped_sat <= walk;  
    end else begin
      if (counter > 0) begin
        counter <= counter - 1;  
      end else begin
        case (state)
          s0: begin
            ped_sat <= d_walk;  
            state <= s1;        
            e_w <= green;       
            n_s <= red;         
            counter <= GREEN_DURATION;  
          end
          s1: begin
            ped_sat <= d_walk;  
            state <= s2;        
            e_w <= yellow;      
            n_s <= red;         
            counter <= YELLOW_DURATION;  
          end
          s2: begin
            ped_sat <= d_walk;  
            state <= s3;        
            e_w <= red;         
            n_s <= green;       
            counter <= GREEN_DURATION;  
          end
          s3: begin
            ped_sat <= d_walk;  
            state <= s4;        
            e_w <= red;         
            n_s <= yellow;      
            counter <= YELLOW_DURATION;  
          end
          s4: begin
            ped_sat <= walk;   
            state <= s0;        
            e_w <= red;         
            n_s <= red;         
            counter <= RED_DURATION;  
          end
          default: begin
            state <= state;   
          end
        endcase
      end
    end
  end
endmodule
File: run.sh
#!/bin/bash
# OpenROAD 26Q1-2900-gdf79404cd8, Yosys 0.63+post, stock flow scripts
make -C /OpenROAD-flow-scripts/flow DESIGN_CONFIG=/design/flow/config.mk WORK_HOME=/design/flow/orfs finish
File: config.mk
export PLATFORM = sky130hd
export DESIGN_NAME = traffic_light_2
export DESIGN_NICKNAME = traffic_light_2
export VERILOG_FILES = /design/flow/design.v
export SDC_FILE = /design/flow/constraint.sdc
export NUM_CORES = 4
export LEC_CHECK = 1
export CORE_AREA = 10 10 111 111
export DIE_AREA = 0 0 121 121
File: constraint.sdc
current_design traffic_light_2

set clk_period 4.7
set clk_io_pct 0.2

create_clock -name clk0 -period $clk_period [get_ports {clk}]

set non_clock_inputs [all_inputs -no_clocks]
set_input_delay [expr $clk_period * $clk_io_pct] -clock clk0 $non_clock_inputs
set_output_delay [expr $clk_period * $clk_io_pct] -clock clk0 [all_outputs]
==> deck_impl_summary.md <==
Run Summary

Run status
  • Status: complete, no violations

Drt
  • DR vias: 1888
  • 1st-iter DRT viols: 238
  • Pre-Repair DR Iteration Count: 4
  • Routed wire length: 4780 µm
  • Number of remaining DRC errors: 0
  • Vias/cell: 4.96
  • Antenna diodes: 0
  • Routed WL per cell: 12.5 µm
  • DRT antenna net count: 0

Synthesis
  • Area leader, netlist: dfxtp_1
  • Top cells by area: dfxtp_1 32%, edfxtp_1 6.9%, a21oi_1 6.4%
  • Top FF cell, synth: dfxtp_1
  • Avg Cell Area, Syn: 8.83 µm²
  • Chip Area, Yosys: 0.00217 mm²
  • Largest type area fraction: 32.2%
  • Ys cells: 246
  • EDFF count, synth: 5
  • Unique cell types: 48
  • Synthesized area: 0.00217 mm²
  • Synth warn: 1
  • Post-synth ARST share: 0%
  • Post-Syn Instances: 246
  • Seq share, synth: 39.1%
  • Synth flops: 40

CTS
  • CTS resizes: 0
  • CTS Sinks: 40
  • CTS H-tree lvls: 2
  • Max clock buf depth: 2
  • CTS clk-pin slew, worst paths: 80 ps
  • Late-Pin Clk Latency: 290 ps
  • Post-CTS Setup Inserts: 0
  • TritonCTS clock tree: yes
  • Clk root buf: clkbuf_8
  • Cts hold-fix bufs: 0
  • TritonCTS Buffers: 5

Final timing
  • Setup Skew: 6.99 ps
  • Fin. Hold Viols: 0
  • Ratio of final minimum period to clock period: 67.3%
  • Max Fclk: 0.316 GHz
  • Rel. slew slack: 56.4%
  • Tmin final: 3160 ps
  • Slew Limit Fails: 0
  • Worst slew pin tran: 644 ps
  • Fin Setup TNS: 0 ps
  • Setup-failing EPs final: 0
  • RSZ-0062 raised after global routing: false

GRT
  • Number of global-route vias before repair: 1692
  • Initial antenna violation count: 0
  • Total track usage: 6.51%
  • Grt total ovfl: 0
  • First-pass GRT wire length: 8130 µm
  • Largest net degree at the start of global routing: 27

Run
  • Max-cap violation count: 0
  • Count of tool warnings: 25

Setup path
  • Worst reg2reg startpoint: counter[19]
  • Crit path launch: ped_ret
  • Setup crit end: counter[17]
  • Reg2reg path depth: 6
  • Crit. End Element: flop
  • FF-to-FF setup slack: 1830 ps
  • WS Path Type: primary input to flop
  • Startpoint Class: primary input
  • Critical Path AT: 3390 ps
  • WP data required: 4930 ps
  • CP max FO: 11
  • Worst r2r dst: counter[20]

Floorplan
  • Core area: 0.00986 mm²
  • Die Height: 121 µm
  • Fp_density: 22.0%
  • Io pins: 8
  • Chip Area: 0.0146 mm²
  • Rows: 36
  • Width of the chip: 121 µm

Finish
  • Area Growth Syn to Fin: 14.2%
  • Fillers: 1034
  • Post-layout util: 25.2%
  • Layout cell share with drive strength beyond 1: 14.9%

Worst hold path
  • Type of the worst min-delay path: flop to flop

Placement
  • PortBufs: 7
  • Placer congestion estimate: 0.888
  • DP HPWL: 3120 µm
## logic make-up after synthesis
| kind of cell | after synthesis | share of synthesized area [%] |
|---|---|---|
| flops | 40 | 39.1 |
| compound gates | 76 | 23.2 |
| simple gates | 100 | 30.1 |
| xor+xnor | 3 | 1.21 |
| mux | 2 | 0.921 |
| buf+inv | 24 | 4.89 |
| fa+ha+maj | 1 | 0.576 |
## worst max-delay path, cell delays in order
cell             delay (ps)
clkdlybuf4s50_1         500
nand4bb_1               260
nand4b_1                410
or4_4                   630
or4b_1                  500
a21oi_1                 140
## cells in the mapped netlist (all sizes together), types with 2 or more instances
cell type / instances
dfxtp: 35
a21oi: 30
or3: 22
or4: 18
o31ai: 16
nor2: 14
o21ai: 12
clkbuf: 11
buf: 8
nand2: 8
nor3: 8
o41ai: 7
edfxtp: 5
inv: 5
nand3: 5
or4b: 5
nor4: 4
or2: 4
a31oi: 3
and2: 2
mux2i: 2
nand2b: 2
nand4: 2
nand4b: 2
xnor2: 2
## state kept, by name, indices dropped and copies added (netlist names)
signal,count
counter,32
state,3
e_w,2
n_s,2
ped_sat,1
## how the worst min path moves through the flow
stage | end | from | slack [ps] | cells after the start
finish | counter[29] | counter[29] | 480 | 2
global route | counter[31] | counter[31] | 500 | 2
CTS | counter[29] | counter[29] | 480 | 2
## metrics by stage
step | area (µm²) | setup slack [ps] | instances | hold slack [ps]
final | 2480 | 1540 | 381 | 477
after global routing | 2480 | 1330 | 381 | 500
after CTS | 2480 | 1570 | 381 | 478
after global placement | 2370 | 1300 | 373 | 454
after floorplan | 2170 | 2050 | 246 | 446
after detailed placement | 2370 | 1290 | 373 | 467
## layout make-up
type / count / area (µm²) / share of cell area [%]
Sequential cell: 40 / 851 / 34.3
Multi-Input combinational cell: 182 / 1220 / 49.3
Tap cell: 133 / 166 / 6.71
Inverter: 5 / 18.8 / 0.756
Clock inverter: 2 / 35.0 / 1.41
Timing Repair Buffer: 13 / 115 / 4.64
Clock buffer: 6 / 72.6 / 2.92
## routing by layer
layer	part of all wire [%]	wire [µm]	vias up	GRT usage, %
met5	0	0	-	0
met4	1.5	72	0	0.905
met3	5.3	252	8	1.42
met2	43	2050	41	9.69
met1	50	2400	870	9.67
li1	-	-	969	-
## placed cells by master, fill, tap and decap left out, types with 4 or more instances in the layout
| cell type | synthesis | final |
|---|---|---|
| a21oi_1 | 28 | 28 |
| or4_1 | 12 | 12 |
| or3_2 | 4 | 4 |
| or2_2 | 4 | 4 |
| dfxtp_1 | 35 | 35 |
| o41ai_1 | 5 | 5 |
| nor3_1 | 7 | 7 |
| clkbuf_8 | 0 | 5 |
| clkdlybuf4s50_1 | 0 | 7 |
| or4b_1 | 5 | 5 |
| inv_1 | 5 | 5 |
| or3_1 | 15 | 15 |
| buf_4 | 0 | 6 |
| edfxtp_1 | 5 | 5 |
| nand3_1 | 5 | 5 |
| nand2_1 | 8 | 8 |
| o21ai_0 | 11 | 11 |
| nor2_1 | 14 | 14 |
| o31ai_1 | 16 | 16 |
